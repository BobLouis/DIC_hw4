<file path="flow/design.v">
module MPQ(
    input clk,
    input rst,
    input data_valid,
    input [7:0] data,
    input cmd_valid,
    input [2:0] cmd,
    input [7:0] index,
    input [7:0] value,
    output reg busy,
    output reg RAM_valid,
    output reg [7:0] RAM_A,
    output reg [7:0] RAM_D,
    output reg done
);
    reg [7:0] array [1:30];
    reg [2:0] state, next_state;
    reg [2:0] cmd_reg;
    reg [3:0] heapify_idx, build_idx;
    reg [3:0] idx_reg;
    reg [3:0] array_size;
    reg [4:0] l, r, largest;
    reg [2:0] cnt;
    reg [3:0] out_cnt;
    reg cal_done;
    reg heap;
    integer i;
    parameter 
        IDLE    = 3'd0,
        READ    = 3'd1,
        CMD     = 3'd2,
        CAL     = 3'd3,
        HEAPIFY = 3'd4,
        OUT     = 3'd5;
    always @(posedge clk or posedge rst) begin
        if (rst)
            state <= IDLE;
        else 
            state <= next_state;
    end
    always @(*) begin
        if (rst)
            next_state = IDLE;
        else begin
            case(state)
                IDLE: begin
                    if (data_valid)
                        next_state = READ;
                    else
                        next_state = IDLE;
                end
                READ: begin
                    if (!data_valid)
                        next_state = CMD;
                    else
                        next_state = READ;
                end
                CMD: begin
                    if (cmd_reg == 3'd4) 
                        next_state = OUT;
                    else if (cmd_reg < 3'd4) 
                        next_state = CAL;
                    else
                        next_state = CMD;
                end 
                CAL: begin
                    if (cal_done) 
                        next_state = CMD;
                    else if(heap)
                        next_state = HEAPIFY;
                    else
                        next_state = CAL;
                end
                HEAPIFY: begin
                    if (!heap) 
                        next_state = CAL;
                    else
                        next_state = HEAPIFY;
                end
                OUT: begin
                    if (done)
                        next_state = IDLE;
                    else
                        next_state = OUT;
                end
                default:    
                    next_state = IDLE;
            endcase
        end 
    end
    always @(posedge clk or posedge rst) begin
        if (rst) begin
            busy <= 0;
            RAM_valid <= 0;
            RAM_A <= 8'd0;
            RAM_D <= 8'd0;
            cmd_reg <= 3'd5;
            done <= 0;
            array_size <= 0;
            for (i = 1; i <= 30; i = i + 1) begin
                array[i] <= 8'd0;
            end
            heapify_idx <= 0;
            build_idx <= 0;
            idx_reg <= 0;
            array_size <= 0;
            l <= 0;
            r <= 0;
            largest <= 0;
            cnt <= 0;
            cal_done <= 0;
            heap <= 0;
            out_cnt <= 0;
        end
        else begin
            case(next_state)
                IDLE: begin
                    busy <= 0;
                    done <= 0;
                end
                READ: begin
                    if (data_valid) begin
                        array[array_size+1] <= data;
                        array_size <= array_size + 1;
                    end
                end
                CMD: begin
                    busy <= 1;
                    cal_done <= 0;
                    if(cmd_valid)begin
                        cmd_reg <= cmd;
                        case(cmd)
                            3'd0: begin 
                                build_idx <= array_size>>1;
                            end
                            3'd1: begin 
                                array_size <= array_size - 1;
                                array[1] <= array[array_size];
                                array[array_size] <= 8'd0;
                                heapify_idx <= 1;
                                heap <= 1;
                            end
                            3'd2: begin 
                                array[index] <= value;
                                idx_reg <= index;
                            end
                            3'd3: begin  
                                array[array_size+1] <= value;
                                array_size <= array_size + 1;
                                idx_reg <= array_size + 1;                                
                            end
                            3'd4: begin  
                                RAM_A <= 8'd0;
                            end
                        endcase
                    end    
                end
                CAL: begin
                    case(cmd_reg)
                        3'd0: begin  
                            if(build_idx > 0) begin
                                heap <= 1;
                                cnt <= 0;
                                build_idx <= build_idx - 1;
                                heapify_idx <= build_idx;
                            end
                            else begin
                                cal_done <= 1;
                                busy <= 0;
                            end
                        end
                        3'd1: begin  
                            if(heap==0)
                            begin
                                cal_done <= 1;
                                busy <= 0;
                            end
                        end
                        3'd2, 3'd3: begin 
                            if(idx_reg > 1 && array[(idx_reg>>1)] < array[idx_reg])begin
                                array[idx_reg] <= array[(idx_reg>>1)];
                                array[(idx_reg>>1)] <= array[idx_reg];
                                idx_reg <= idx_reg >> 1;
                            end
                            else begin
                                cal_done <= 1;
                                busy <= 0;
                            end
                        end
                    endcase
                end
                HEAPIFY: begin
                    case(cnt)
                        0: begin
                            l <= heapify_idx << 1;
                            r <= (heapify_idx << 1) + 1;
                            largest <= heapify_idx; 
                            cnt <= 1;
                        end
                        1:begin
                            if(l <= array_size && array[l] > array[heapify_idx])
                                largest <= l;
                            cnt <= 2;
                        end
                        2:begin
                            if(r <= array_size && array[r] > array[largest])
                                largest <= r;
                            cnt <= 3;
                        end
                        3: begin
                            if(largest != heapify_idx) begin
                                array[heapify_idx] <= array[largest];
                                array[largest] <= array[heapify_idx];
                                heapify_idx <= largest;
                            end
                            else begin
                                heap <= 0;
                            end
                            cnt <= 0;
                        end
                    endcase
                end
                OUT: begin
                    if(RAM_A < array_size) 
                    begin
                        RAM_valid <= 1;
                        RAM_D <= array[out_cnt+1];
                        out_cnt <= out_cnt + 1;
                        if(state == OUT)
                            RAM_A <= RAM_A + 1;
                    end
                    else
                        done <= 1;
                end
            endcase
        end
    end
endmodule
</file>
<file path="flow/run.sh">
#!/bin/bash
# OpenROAD 26Q1-2900-gdf79404cd8, Yosys 0.63+post, stock flow scripts
make -C /OpenROAD-flow-scripts/flow DESIGN_CONFIG=/design/flow/config.mk WORK_HOME=/design/flow/orfs finish
</file>
<file path="flow/config.mk">
export PLATFORM = sky130hd
export DESIGN_NAME = MPQ
export DESIGN_NICKNAME = MPQ
export VERILOG_FILES = /design/flow/design.v
export SDC_FILE = /design/flow/constraint.sdc
export NUM_CORES = 4
export LEC_CHECK = 1
export CORE_UTILIZATION = 50
</file>
<file path="flow/constraint.sdc">
current_design MPQ

set clk_period 11.4
set clk_io_pct 0.2

create_clock -name clk0 -period $clk_period [get_ports {clk}]

set non_clock_inputs [all_inputs -no_clocks]
set_input_delay [expr $clk_period * $clk_io_pct] -clock clk0 $non_clock_inputs
set_output_delay [expr $clk_period * $clk_io_pct] -clock clk0 [all_outputs]
</file>
==> reports/qor.txt <==
Die H - 241 µm
Synthesis area per yosys - 28600 µm²
Root Driver - clkbuf_16
WP data required - 11.88 ns
Critical path class - input pin to flop
Clk sinks - 312
Leak - 12.1 nW
Synth Cell Area - 28600 µm²
Fmax - 0.139 GHz
Synth Flop Type - dfrtp_1
Skew final - 0.0418 ns
Number of enable flip-flop cells - 8
Final Hold Fails - 0
Max clock buf depth - 3
Largest regs - array: 248 flops, RAM_A: 8 flops, RAM_D: 8 flops
FP Core Util - 0.506
Final max-slew violation count - 0
Ys cells - 3428
Ratio of cells with drive above 1 in the final layout - 0.183
Leading area contributor after synthesis - dfrtp_1
Fin Setup TNS - 0 ns
Clock Latency Late Sink - 0.63 ns
Setup Buffers After CTS - 0
Max-cap violations - 0
First-pass GRT wire length - 247000 µm
GP Congestion - 1.21
Number of fillers in the final layout - 4899
Crit path DAT - 7.65 ns
Post-synthesis cell type count - 102
Port Buffers - 46
DR pass1 iterations - 14
Area delta synth->final - 11.5%
CP Launch Type - input pin
Core Rows - 87
Critical path fanouts, max - 75
Hold Crit Class - flop to flop
Post-route minimum period - 7.18 ns
CTS tree - yes
DRT iter0 DRCs - 5964
Die area - 58200 µm²
Syn_area_per_cell - 8.34 µm²
Top-area cell share - 0.263
Slew headroom - 0.0323
Hold_ws - 0.510 ns
Tool warning count - 39
HPWL reported at the end of detailed placement - 127000 µm
Largest net degree at the start of global routing - 76
Maximum vdd ir drop - 0.000211 V
Post-synth ARST share - 0.974
CTS Hold Bufs - 0
Power Dens Cells - 292 nW/µm²
RSZ-0062 raised after global routing - no
Io pins - 50
Antenna violation net count after detailed routing - 0
Avg Vias per Cell - 8.34
Met1 WL - 58500 µm
Top Metal Used - met5
Status - finished, final reports clean
Syn. warnings - 2
Post-CTS Resized - 0
Worst slew pin tran - 1.45 ns
DR WL met2 - 65900 µm
Antenna violations before repair - 22
H-tree depth - 2
Detail Route met3 WL - 31900 µm
Total grt overflow - 0
Post-synth regs - 312
Vias in the first global route - 32500
GRT Overall Usage - 0.630
Reg clk slew, reported paths - 0.06 ns
Final period util - 0.629
Die X - 241 µm
DRC - 0
Core area - 56500 µm²
Num CTS Buffers - 41
Top reg by flops - array
Final setup viols - 0
Synth area leaders - dfrtp_1 (26%), mux2_2 (9.7%), a22oi_1 (4.5%)
Max FFs per register - 248
Vias - 35000
Wire per inst - 42.2 µm
Crit end category - flop
Seq share, synth - 0.275
Post-Synthesis Cells - 3428
Routed WL - 177000 µm
worst max-delay path, cell delays in order:
cell and delay, ns:
clkdlybuf4s50_1 0.72, inv_8 0.58, o211ai_1 0.25, nor3_2 0.22, buf_4 0.25, buf_4 0.60, nor2_1 0.13, buf_4 0.22
a211oi_2 0.80, o221ai_1 0.79, buf_4 0.48, mux2_2 0.30
kinds of logic after synthesis:
family | synth area share
compound gates | 0.300
simple gates | 0.208
buf+inv | 0.0549
mux | 0.140
flops | 0.275
fa+ha+maj | 0.0193
xor+xnor | 0.00337
through the flow:
stage                     cells  power [mW]  worst slack [ns]  utilization  area (µm²)
after global placement     4102        7.19              4.35        0.537       30300
after floorplan            3428        5.01              2.75            -       28600
after detailed placement   4102        7.23              4.29        0.537       30300
after CTS                  4177        8.73              4.85        0.563       31800
after global routing       4185        9.41              4.22        0.564       31900
final                      4199        9.32              4.22        0.564       31900
power breakdown:
part	total, mW	switching (mW)	internal, mW
combinational	4.98	3.24	1.75
sequential	2.84	1.28	1.56
clock	1.49	0.585	0.907
metal layers:
layer / track usage / vias to the layer above
met3: 0.433 / 1358
met1: 0.718 / 16600
met2: 0.791 / 3692
li1: - / 13400
met5: 0.0909 / -
met4: 0.514 / 23
Yosys cell counts (49+ instances only):
| cell | n |
|---|---|
| a21oi_1 | 170 |
| a221oi_1 | 82 |
| a22o_1 | 67 |
| a22oi_1 | 173 |
| buf_2 | 52 |
| clkbuf_1 | 243 |
| dfrtp_1 | 300 |
| inv_1 | 50 |
| mux2_2 | 247 |
| mux2i_1 | 86 |
| nand2_1 | 254 |
| nand3_1 | 166 |
| nand4_1 | 50 |
| nor2_1 | 280 |
| nor2b_1 | 49 |
| nor3_1 | 54 |
| o21ai_0 | 145 |
| o221ai_1 | 71 |
final timing paths:
check	depth (start not counted)	end	start	slack (ns)
setup / recovery	12	array[20][6]	rst	4.22
hold / removal	1	RAM_D[7]	RAM_D[7]	0.51
setup reg to reg	13	array[15][7]	idx_reg[2]	4.63
hold reg to reg	1	RAM_D[7]	RAM_D[7]	0.51
max in group asynchronous	4	RAM_D[5]	rst	6.89
min in group asynchronous	2	done	rst	2.51
area by class of cell:
cell class,count,area (µm²),share of cell area
diodes,22,55.1,0.00173
repair buffers,259,2060,0.0646
clock buffers,52,1130,0.0354
well taps,756,946,0.0297
flip-flops and latches,312,7860,0.247
inverters,53,206,0.00647
multi-input cells,2722,19300,0.604
clock inverters,23,362,0.0113
cells in the final DEF (no fill, tap or decap), types with 42 or more instances in the layout:
cell             netlist  layout
dfrtp_1              300     291
nor2_1               280     278
nand2_1              254     254
mux2_2               247     247
buf_4                  2     213
a22oi_1              173     173
a21oi_1              170     169
nand3_1              166     166
o21ai_0              145     142
mux2i_1               86      86
a221oi_1              82      82
o221ai_1              71      71
a22o_1                67      67
nor3_1                54      51
inv_1                 50      50
nand4_1               50      50
nor2b_1               49      48
o211ai_1              46      46
clkdlybuf4s50_1        0      46
a31oi_1               44      44
ha_1                  44      44
clkbuf_16              0      42
Power and IR drop assume default switching activity.
